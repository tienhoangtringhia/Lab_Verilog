`design.v`:
```
module ex05 (m, q, p);
	input [3:0] m;
	input [3:0] q;
	output [7:0] p;
	wire [4:0]c_in[0:4];
	wire [4:0]m_in[0:4];
	assign m_in[0][4:0] = 5'b00000;
	assign c_in[0][0] = 1'b0;
	m_adder m_adder_01(.a(m[0]), .b(q[0]), .m_in(m_in[0][1]), .c_in(c_in[0][0]), .m_out(m_in[1][0]), .c_out(c_in[0][1]));
	m_adder m_adder_02(.a(m[0]), .b(q[1]), .m_in(m_in[0][2]), .c_in(c_in[0][1]), .m_out(m_in[1][1]), .c_out(c_in[0][2]));
	m_adder m_adder_03(.a(m[0]), .b(q[2]), .m_in(m_in[0][3]), .c_in(c_in[0][2]), .m_out(m_in[1][2]), .c_out(c_in[0][3]));
	m_adder m_adder_04(.a(m[0]), .b(q[3]), .m_in(m_in[0][4]), .c_in(c_in[0][3]), .m_out(m_in[1][3]), .c_out(c_in[0][4]));
	assign m_in[1][4] = c_in[0][4];
	assign p[0] = m_in[1][0];
	assign c_in[1][0] = 1'b0;
	m_adder m_adder_05(.a(m[1]), .b(q[0]), .m_in(m_in[1][1]), .c_in(c_in[1][0]), .m_out(m_in[2][0]), .c_out(c_in[1][1]));
	m_adder m_adder_06(.a(m[1]), .b(q[1]), .m_in(m_in[1][2]), .c_in(c_in[1][1]), .m_out(m_in[2][1]), .c_out(c_in[1][2]));
	m_adder m_adder_07(.a(m[1]), .b(q[2]), .m_in(m_in[1][3]), .c_in(c_in[1][2]), .m_out(m_in[2][2]), .c_out(c_in[1][3]));
	m_adder m_adder_08(.a(m[1]), .b(q[3]), .m_in(m_in[1][4]), .c_in(c_in[1][3]), .m_out(m_in[2][3]), .c_out(c_in[1][4]));
	assign m_in[2][4] = c_in[1][4];
	assign p[1] = m_in[2][0];
	assign c_in[2][0] = 1'b0;
	m_adder m_adder_09(.a(m[2]), .b(q[0]), .m_in(m_in[2][1]), .c_in(c_in[2][0]), .m_out(m_in[3][0]), .c_out(c_in[2][1]));
	m_adder m_adder_10(.a(m[2]), .b(q[1]), .m_in(m_in[2][2]), .c_in(c_in[2][1]), .m_out(m_in[3][1]), .c_out(c_in[2][2]));
	m_adder m_adder_11(.a(m[2]), .b(q[2]), .m_in(m_in[2][3]), .c_in(c_in[2][2]), .m_out(m_in[3][2]), .c_out(c_in[2][3]));
	m_adder m_adder_12(.a(m[2]), .b(q[3]), .m_in(m_in[2][4]), .c_in(c_in[2][3]), .m_out(m_in[3][3]), .c_out(c_in[2][4]));
	assign m_in[3][4] = c_in[2][4];
	assign p[2] = m_in[3][0];
	assign c_in[3][0] = 1'b0;
	m_adder m_adder_13(.a(m[3]), .b(q[0]), .m_in(m_in[3][1]), .c_in(c_in[3][0]), .m_out(m_in[4][0]), .c_out(c_in[3][1]));
	m_adder m_adder_14(.a(m[3]), .b(q[1]), .m_in(m_in[3][2]), .c_in(c_in[3][1]), .m_out(m_in[4][1]), .c_out(c_in[3][2]));
	m_adder m_adder_15(.a(m[3]), .b(q[2]), .m_in(m_in[3][3]), .c_in(c_in[3][2]), .m_out(m_in[4][2]), .c_out(c_in[3][3]));
	m_adder m_adder_16(.a(m[3]), .b(q[3]), .m_in(m_in[3][4]), .c_in(c_in[3][3]), .m_out(m_in[4][3]), .c_out(c_in[3][4]));
	assign m_in[4][4] = c_in[3][4];
	assign p[3] = m_in[4][0];
	assign p[4] = m_in[4][1];
	assign p[5] = m_in[4][2];
	assign p[6] = m_in[4][3];
	assign p[7] = m_in[4][4];
endmodule
module m_adder(a, b, m_in, c_in, m_out, c_out);
	input a;
	input b;
	input m_in;
	input c_in;
	output m_out;
	output c_out;
	wire c;
	assign c = a & b; 
	assign m_out = c ^ m_in ^ c_in;
	assign c_out = (c & m_in)|(m_in & c_in)|(c_in & c);
endmodule
```
`run.sh`:
```
#!/bin/bash
# OpenROAD 26Q1-2900-gdf79404cd8, Yosys 0.63+post, stock flow scripts
make -C /OpenROAD-flow-scripts/flow DESIGN_CONFIG=/design/flow/config.mk WORK_HOME=/design/flow/orfs finish
```
`config.mk`:
```
export PLATFORM = sky130hd
export DESIGN_NAME = ex05
export DESIGN_NICKNAME = ex05
export VERILOG_FILES = /design/flow/design.v
export SDC_FILE = /design/flow/constraint.sdc
export NUM_CORES = 4
export LEC_CHECK = 1
export CORE_AREA = 10 10 70 70
export DIE_AREA = 0 0 80 80
```
`constraint.sdc`:
```
current_design ex05

set clk_period 5.3
set clk_io_pct 0.2

create_clock -name clk0 -period $clk_period

set non_clock_inputs [all_inputs -no_clocks]
set_input_delay [expr $clk_period * $clk_io_pct] -clock clk0 $non_clock_inputs
set_output_delay [expr $clk_period * $clk_io_pct] -clock clk0 [all_outputs]
```
==> out/results.md <==
| Quantity | Reported | Unit |
| --- | --- | --- |
| Number of nets with antenna violations after detailed routing | 0 | - |
| Final HPWL from detailed placement | 810 | µm |
| Slowest stage cell on the critical path | fa_2 | - |
| Yosys top cell area share | 0.403 | - |
| Final number of setup-violating endpoints | 1 | - |
| Synth top cell by count | inv_1 | - |
| Overall power after layout | 0.0601 | mW |
| Post-placement worst setup slack | -0.945 | ns |
| Cell count after synthesis | 48 | - |
| Worst vdd rail ir drop | 0.0170 | mV |
| Routability congestion estimate from global placement | 0.736 | - |
| Area inside the core boundary | 3420 | µm² |
| Synthesized chip area reported by yosys | 398 | µm² |
| Pre-antenna DRT Iters | 1 | - |
| Yosys warnings | 1 | - |
| Number of global-route vias before repair | 354 | - |
| Slew of the pin with the lowest slew margin | 0.137 | ns |
| Highest Clock Rate | 181 | MHz |
| Pin count of the biggest net entering global routing | 5 | - |
| Vertical die size | 80 | µm |
| Total inserted antenna cells | 0 | - |
| Number of antenna violations at the first check in global routing | 0 | - |
| CTS Hold Buffers Added | 0 | - |
| Required time at the endpoint of the critical path | 4.24 | ns |
| Slew Limit Headroom | 0.908 | - |
| Endpoint class of the critical path | output pin | - |
| Number of clock buffers in the layout | 0 | - |
| Initial cell density of the core | 0.116 | - |
| Path type of the worst setup path | input pin to output pin | - |
| RSZ-0062 raised after global routing | yes | - |
| Max Fanout on Critical Path | 2 | - |
| Cell breakdown of the critical path | buf_6, and2_4, ha_4, inv_2, fa_2, fa_1, inv_2, fa_2, fa_2, inv_2, fa_2, fa_2, inv_2, fa_2, buf_2 | - |
| Synth top cells by count | 12 x inv_1, 9 x and2_1, 8 x buf_4, 8 x fa_1, 7 x nand2_1 | - |
| Number of buffers added on ports | 16 | - |
| Count of different cell masters after synthesis | 6 | - |
| GR Util All Layers | 0.0261 | - |
| Post-layout util | 0.184 | - |
| Top post-synthesis cells by area | fa_1 40%, buf_4 15%, and2_1 14% | - |
| Number of buffers and inverters on the critical path | 6 | - |
| Area added between synthesis and finish | 58.2 | % |
| Final Max Slew Viols | 0 | - |
| GRT overflow | 0 | - |
| Source of the worst hold timing path | m[0] | - |
| WP data arrival | 4.46 | ns |
| Total I/O pin count | 16 | - |
| Leakage power figure | 0.290 | nW |
| Buffers inserted by post-CTS timing repair | 0 | - |
| Per-cell via count in the routed design | 2.95 | - |
| Wire length of the first global-routing pass | 1420 | µm |
| Chip area | 6400 | µm² |
| Worst hold endpoint | p[0] | - |
| Number of warnings in the stage logs | 35 | - |
| Cycle use final | 1.04 | - |
| Biggest cell delay along the critical path | 0.53 | ns |
| Cell type group with the largest total delay on the critical path | adder cells | - |
| Synthesized area divided by synthesized cell count | 8.29 | µm² |
| PwrDens | 95.4 | nW/µm² |
| Violated checks | setup timing | - |
| Cell count listed in synth_stat.txt | 48 | - |
| Cell type with the largest total area after synthesis | fa_1 | - |
| Sum of routed wire length over all layers | 845 | µm |
| Worst min-delay path category | input pin to output pin | - |
| Final critical-path required period | 5.52 | ns |
| Sequential fraction of the synthesis area | 0 | - |
| Detailed-route wire length per cell | 7.75 | µm |
| Share of post-route cells with drive strength above 1 | 0.444 | - |
| Post-layout worst setup margin | -0.221 | ns |
| Element type at the critical path start | input pin | - |
| Number of cell rows | 21 | - |
| Final-report hold violation count | 0 | - |
| Max-cap violation count | 0 | - |
| Width of the die | 80 | µm |
| Vias post-DR | 322 | - |
| Cell mode on critical path | fa_2 | - |
| Worst hold path depth | 4 | - |
| Total standard cell area after synthesis | 398 | µm² |
| Number of design-rule violations left by the first detailed-router iteration | 0 | - |
| Number of remaining DRC errors | 0 | - |
| Area occupied by registers | 0 | µm² |
| Result of the run | finished with violations | - |
| Seq Cell Count | 0 | - |
==> cell families (layout without fill, tap and decap cells) <==
| group | Yosys count | after routing | share of synthesized area |
|---|---|---|---|
| buf+inv | 20 | 35 | 0.264 |
| fa+ha+maj | 12 | 12 | 0.528 |
| simple gates | 16 | 16 | 0.208 |
==> through the flow <==
step                      std cells  setup TNS (ns)  hold slack, ns  area, µm²
after floorplan                  48         -0.0531            2.30        408
after global placement          109           -2.73            3.21        618
after detailed placement        109           -2.63            3.22        618
after CTS                       109          -0.492            2.87        629
after global routing            109          -0.424            2.91        629
final                           109          -0.221            2.86        629
==> tightest hold or removal path: stages <==
cell and delay [ns]:
buf_6 0.07, buf_4 0.10, and2_1 0.11, clkdlybuf4s50_1 0.46
==> layer usage <==
metal / track usage / part of all wire / up-vias
li1: - / - / 159
met1: 0.0244 / 0.36 / 156
met4: 0 / 0 / 0
met3: 0.00795 / 0.11 / 0
met5: 0 / 0 / -
met2: 0.0554 / 0.53 / 7
==> power by group <==
part           internal, mW  switching, mW
registers                 0              0
clock network             0              0
logic                0.0382         0.0219
==> area by class of cell <==
class | instances | area, µm²
Fill cell | 378 | 2790
Tap cell | 46 | 57.6
Multi-Input combinational cell | 28 | 325
Timing Repair Buffer | 23 | 201
Inverter | 12 | 45.0
==> placed cells by master (no fill, tap or decap), types with 3 or more instances in the layout <==
master and count:
inv_2 5, inv_1 7, nand2_1 7, clkdlybuf4s50_1 8, buf_6 4, fa_2 6
buf_2 3, and2_1 7, ha_1 3, buf_4 7
==> worst max-delay path by stage <==
stage                 cells after the start  start  slack (ns)    to
final                                    15   m[0]       -0.22  p[6]
after global routing                     15   m[0]       -0.33  p[6]
after CTS                                15   m[0]       -0.35  p[6]
==> timing repair <==
action	CTS	global route
resized	40	1
pin swaps	11	7
endpoints found under the setup margin	4	4
Power is estimated from default activity; no workload was simulated.
