File: /design/flow/run.sh
#!/bin/bash
# OpenROAD 26Q1-2900-gdf79404cd8, Yosys 0.63+post, stock flow scripts
make -C /OpenROAD-flow-scripts/flow DESIGN_CONFIG=/design/flow/config.mk WORK_HOME=/design/flow/orfs finish
File: /design/flow/design.v
module ex07 (clk, rst_n, w, out);
	input clk;
	input rst_n;
	input w;
	output out;
	parameter ST_A = 4'b1111;
	parameter ST_B = 4'b0000;
	parameter ST_C = 4'b0001;
	parameter ST_D = 4'b0010;
	parameter ST_E = 4'b0011;
	parameter ST_F = 4'b1000;
	parameter ST_G = 4'b1001;
	parameter ST_H = 4'b1010;
	parameter ST_I = 4'b1011;
	reg  out;
	reg  [4:0] next_state;
	reg  [4:0] state;
	always @(posedge clk or negedge rst_n) begin
		if (!rst_n) begin
			state <= ST_A;
		end
		else begin
			if(state!=next_state) begin
				state <= next_state;
			end
		end
	end
	always @(*) begin
		case(state)
			ST_A: begin
				next_state = w ? ST_F : ST_B;
			end
			ST_B,ST_C,ST_D: begin
				next_state = w ? ST_F : (state + 1'b1);
			end
			ST_F,ST_G,ST_H: begin
				next_state = w ? (state + 1'b1) : ST_B;
			end
			ST_E: begin
				next_state = w ? ST_F : ST_E;
			end
			ST_I: begin
				next_state = w ? ST_I : ST_B;
			end
			default: begin
				next_state = ST_A;
			end
		endcase
	end
	reg [7:0] STATE_CHAR;
	always@*begin
		case(state)
			ST_A: begin
					STATE_CHAR = "A";
			end
			ST_B: begin
					STATE_CHAR = "B";
			end
			ST_C: begin
					STATE_CHAR = "C";
			end
			ST_D: begin
					STATE_CHAR = "D";
			end
			ST_E: begin
					STATE_CHAR = "E";
			end
			ST_F: begin
					STATE_CHAR = "F";
			end
			ST_G: begin
					STATE_CHAR = "G";
			end
			ST_H: begin
					STATE_CHAR = "SH";
			end
			ST_I: begin
					STATE_CHAR = "I";
			end
			default: begin
					STATE_CHAR = "X";
			end
		endcase
	end
	always @(*) begin
		case(state)
			ST_I,ST_E: begin
				out =  1'b1;
			end
			default: begin
				out =  1'b0;
			end
		endcase
	end
endmodule
File: /design/flow/constraint.sdc
current_design ex07

set clk_period 1.6
set clk_io_pct 0.2

create_clock -name clk0 -period $clk_period [get_ports {clk}]

set non_clock_inputs [all_inputs -no_clocks]
set_input_delay [expr $clk_period * $clk_io_pct] -clock clk0 $non_clock_inputs
set_output_delay [expr $clk_period * $clk_io_pct] -clock clk0 [all_outputs]
File: /design/flow/config.mk
export PLATFORM = sky130hd
export DESIGN_NAME = ex07
export DESIGN_NICKNAME = ex07
export VERILOG_FILES = /design/flow/design.v
export SDC_FILE = /design/flow/constraint.sdc
export NUM_CORES = 4
export LEC_CHECK = 1
export CORE_AREA = 10 10 70 70
export DIE_AREA = 0 0 80 80
==> summary.txt <==
yosys + openroad results -> status=finished with violations, failing checks=negative setup slack, Largest Register=state, RSZ-0062 raised after global routing=true, Fmax=0.5942 GHz, Largest register FFs=5, pre-CTS setup slack=-0.08348 ns, Synth area leaders=dfstp_2, ha_1, dfrtp_1, inv_1, a21oi_1, Comb gate area=197.7 um^2, reg-to-reg critical path startpoint=state[0], area fraction in xor and xnor cells=0.02954, Switching Fraction=0.3617, FF-to-FF path depth=6, Hold WC Path Type=in -> async, FP Core Util=0.08681, drc violations=0, Cell Pwr Density=2032 nW/um^2, Net Sw Power=0.0004019 W, most common cell in the netlist=ha_1, WHS=0.3107 ns, critical path's top delay family=flip-flops, main flop type=dfstp_2, Adder Share, Synth=0.2110, crit path DRT=1.76 ns, Die W=80 um, sequential group share of total power=0.233, clk sinks=5, share of layout cells above drive strength 1=0.5000, crit path DAT=1.85 ns, Worst Max-Slew Pin Slew=0.2505 ns, CP endpoint kind=register, via count=275, slowest CP cell=dfstp_2, number of fill cells in the layout=378, Syn. warnings=1, core area=3416 um^2, worst vdd ir=0.3368 mV, RePlAce Congestion=0.7180, # rows=21, WL per Instance=8.478 um, # port buffers=3, I/O Pins=4, vias in the first global route=310, Log Warnings=30, combinational share of power=0.638, WP buf/inv=2, Int Pwr=0.0007092 W, Final period util=1.052, initial antenna violation count=0, Cell Chain, Critical Path=buf_6 -> inv_4 -> ha_4 -> or4_1 -> a21o_1 -> o21ai_1, slowest cell delay on critical path=0.53 ns, Clock Tree Buf Depth=2, grt ovf=0, average vias per placed instance=2.989, CTS tree=done, Final Skew=0.006041 ns, synth cell count leaders=ha_1, dfstp_2, inv_1, Syn Inst Count=29, yosys stat chip area=296.5 um^2, biggest regs=state: 5 flops, min Tclk post-route=1.683 ns, Post-Synth Simple-Gate Area=0.1730, max cap viols=0, total chip power=0.001111 W, Yosys Instances=29, Crit Path Class=reg -> reg, Hold Violations, Final=0, leakage power total=0.2283 nW, number of CTS-inserted buffers=3, Largest logic family=adder cells, final setup violation count=5, distinct lib cells=17, clk root buf=clkbuf_4, Post-Syn Area=296.5 um^2, cell type with the largest total area=dfstp_2, antenna viol nets, final=0, pin count of the biggest net entering global routing=6, synthesized area per cell=10.23 um^2, TritonRoute pass-1 iters=2, mux frac, synth=0, R2R Setup Slk=-0.08 ns, initial DRC count=3, CTS Hold Bufs=0, Top cell area share=0.3544, Post-synth EDFFs=0, die height=80 um, ao+oa area frac=0.1097, clock slew at reported path FFs=0.05 ns, clock share of power=0.129, CP max FO=4, FF-to-FF End=state[1], share of flip-flops with an asynchronous set or reset=1.000, Total Routing Usage GR=0.02275, relative slew slack=0.8325, Flop area=130.1 um^2, startpoint types=register, FF+latch count, synth=5, max-slew violations=0, H-tree levels=1, Seq share, synth=0.4388, Late-Pin Clk Latency=0.24 ns, fin worst setup slack=-0.08280 ns, final wirelength=780 um, first-pass GRT wire length=1.235 mm, Ant. Diodes=0, die area=6400 um^2, area grow syn2layout=84.39%
## cells in the final DEF, fill, tap and decap left out, types with 3 or more instances in the layout
cell,n
o21ai_1,3
buf_6,4
ha_4,3
buf_4,6
clkbuf_4,3
dfstp_2,4
## power groups by stage
stage	Sequential (W)	Clock, W	Combinational (W)
6_report	0.000259	0.000144	0.000709
5_1_grt	0.000266	0.000161	0.000790
4_1_cts	0.000254	0.000149	0.000591
## worst reg2reg max path, delay by kind of cell (launching register included)
| kind | cells | cell delay, ns |
|---|---|---|
| compound gates | 2 | 0.30 |
| fa+ha+maj | 1 | 0.15 |
| buf+inv | 2 | 0.15 |
| flops | 1 | 0.53 |
| simple gates | 1 | 0.50 |
## logic make-up after synthesis
kind of cell | Yosys count
flops | 5
simple gates | 9
buf+inv | 3
xor+xnor | 1
compound gates | 6
fa+ha+maj | 5
## per-layer routing
layer | vias to the layer above | share of wire | GRT usage
met3 | 2 | 0.027 | 0.005682
met5 | - | 0 | 0
li1 | 134 | - | -
met2 | 4 | 0.57 | 0.04655
met1 | 135 | 0.39 | 0.01942
met4 | 0 | 0.010 | 0.01056
## final cells by class
class / count / area share
clock buffer: 4 / 0.04805
inverter: 3 / 0.02975
multi-input combinational: 21 / 0.3616
sequential: 5 / 0.2380
tap: 46 / 0.1053
timing repair buffer: 13 / 0.2174
## worst max path at each step
| stage | endpoint | depth (start not counted) | slack, ns | startpoint |
|---|---|---|---|---|
| after CTS | state[1] | 6 | -0.08 | state[1] |
| after global routing | state[1] | 6 | -0.14 | state[0] |
| final | state[1] | 6 | -0.08 | state[0] |
## timing repair
| item | CTS | global route |
|---|---|---|
| pin swaps | 4 | 3 |
| setup buffers | 7 | 2 |
| endpoints found under the setup margin | 5 | 6 |
| resized | 13 | 5 |
## metrics by stage
| stage | util | setup TNS (ns) | std cells | area, um^2 |
|---|---|---|---|---|
| after floorplan | - | 0 | 29 | 296.5 |
| after global placement | 0.1169 | -0.2144 | 80 | 399.1 |
| after detailed placement | 0.1169 | -0.2864 | 80 | 399.1 |
| after CTS | 0.1495 | -0.3158 | 90 | 510.5 |
| after global routing | 0.1601 | -0.6056 | 92 | 546.8 |
| final | 0.1601 | -0.3321 | 92 | 546.8 |
Power figures rest on the tool's default switching activity, not on a simulated workload.
